## /design/flow/run.sh

```bash
#!/bin/bash
# OpenROAD 26Q1-2900-gdf79404cd8, Yosys 0.63+post, stock flow scripts
make -C /OpenROAD-flow-scripts/flow DESIGN_CONFIG=/design/flow/config.mk WORK_HOME=/design/flow/orfs finish
```

## /design/flow/config.mk

```make
export PLATFORM = sky130hd
export DESIGN_NAME = alu
export DESIGN_NICKNAME = alu
export VERILOG_FILES = /design/flow/design.v
export SDC_FILE = /design/flow/constraint.sdc
export NUM_CORES = 4
export LEC_CHECK = 1
export CORE_UTILIZATION = 50
```

## /design/flow/constraint.sdc

```tcl
current_design alu

set clk_period 51.3
set clk_io_pct 0.2

create_clock -name clk0 -period $clk_period

set non_clock_inputs [all_inputs -no_clocks]
set_input_delay [expr $clk_period * $clk_io_pct] -clock clk0 $non_clock_inputs
set_output_delay [expr $clk_period * $clk_io_pct] -clock clk0 [all_outputs]
```

## /design/flow/design.v

```verilog
`timescale 1ps / 1ps
module multiplexor2to1 (in, out, select) ;
	input logic select;
	input logic [1:0] in;
	output logic out;
	logic invertedSelect, result1, result2;
	not #50 inv (invertedSelect, select);
	and #50 step1 (result1, in[0], invertedSelect);
	and #50 step2 (result2, in[1], select);
	or #50 step3 (out, result1, result2);
endmodule
module multiplexor2to1_testbench();   
  logic [1:0] in;
  logic select;  
  logic out;   
  mulitiplexor2to1 dut (in, out, select);   
  initial begin   
    select=0; in[0]=0; in[1]=0; #10;    
    select=0; in[0]=0; in[1]=1; #10;    
    select=0; in[0]=1; in[1]=0; #10;    
    select=0; in[0]=1; in[1]=1; #10;    
    select=1; in[0]=0; in[1]=0; #10;    
    select=1; in[0]=0; in[1]=1; #10;    
    select=1; in[0]=1; in[1]=0; #10;    
    select=1; in[0]=1; in[1]=1; #10;    
  end   
endmodule 
`timescale 1ps / 1ps
module multiplexor4to1(in, out, select);
	input logic [3:0] in;
	input logic [1:0] select;
	output logic out;
	logic [1:0] outputs;
	multiplexor2to1 m2 (in[1:0] , outputs[0], select[0]);
	multiplexor2to1 m1 (in[3:2], outputs[1], select[0]);
	multiplexor2to1 m3 (outputs, out, select[1]);
endmodule
module mux4_1_testbench();     
  logic [3:0]  in;  
  logic [1:0] select;
  logic  out;      
  mux4_1 dut (in, out, select);      
  integer i;   
  initial begin   
    for(i=0; i<4; i++) begin   
      in[3:0]= i; select[1:0] = i; #10;
    end   
  end   
endmodule   
`timescale 1ps/1ps;
module alu(A, B, cntrl, result, negative, zero, overflow, carry_out) ;
	input logic		[63:0] 	A, B;
	input logic		[2:0]		cntrl;
	output logic 	[63:0] 	result;
	output logic 				negative, zero, overflow, carry_out;
	logic [63:0] carryOuts;
	logic co, cin;
	genvar i;
	alu_1bit_slice first (.a(A[0]), .b(B[0]), .cin(cntrl[0]), .co(carryOuts[0]), .control(cntrl), .out(result[0]));
	generate 
		for(i = 1; i < 64; i++) begin
			alu_1bit_slice alu1(.a(A[i]), .b(B[i]), .cin(carryOuts[i - 1]), .co(carryOuts[i]), .control(cntrl), .out(result[i]));
		end
	endgenerate
	assign negative = result[63];
	nor_in64 zeroCheck (.in(result) ,.zeroFlag(zero));
	assign carry_out = carryOuts[63];
	xor #50 overflowCheck(overflow, carry_out, carryOuts[62]);	 
endmodule
`timescale 1ns/10ps
module alu_1bit_slice(a, b, cin, co, control, out);
		input logic a, b, cin;
		input logic [2:0] control;
		output logic co, out;
		logic [7:0] result;
		logic [3:0] coResult;
		logic [1:0] coSelect;
		logic t1, t2, notb;
		or  #50 c1 (result[0], b, 1'b0);
		or  #50 c2 (result[1], 1'b0, 1'b0);
		fullAdder f1(.a(a), .b(b), .ci(cin), .co(coResult[2]), .sum(result[2]));
		not #50 c3 (notb, b);
		fullAdder f2(.a(a), .b(notb), .ci(cin), .co(coResult[3]), .sum(result[3]));	
		and #50 c4 (result[4], a, b);					 
		or  #50 c5 (result[5], a, b); 					 
		xor #50 c6 (result[6], a, b);					 
		or  #50 c7 (result[7], 1'b0, 1'b0);
		or  #50 c8 (t1, control[1], control[0]);		 
		not #50 c9 (t2, control[2]);						 
		and #50 c10 (coSelect[1], t1, t2);				 
		or  #50 c12 (coSelect[0], control[0], 1'b0);
		or  #50 c13 (coResult[0], 1'b0, 1'b0);
		or  #50 c14 (coResult[1], 1'b0, 1'b0);
		multiplexor8to1 m1(.in(result), .out(out), .select(control)); 
		multiplexor4to1 m2(.in(coResult), .out(co), .select(coSelect));
endmodule
module alu1bit_test();
	logic a, b, cin;
	logic [2:0] control;
	logic co, out;
	alu_1bit_slice al1(a, b, cin, co, control, out);
	integer i;
	initial begin   
		a = 1'b0; b = 1'b0; cin = 1'b0;
		control = 3'b010;
		#1000;
		a = 1'b1; b = 1'b0; cin = 1'b0;
		#1000;
		a = 1'b0; b = 1'b1; cin = 1'b0;
		#1000;
		a = 1'b1; b = 1'b1; cin = 1'b0;
		#1000;
	end  
endmodule
`timescale 1ps / 1ps
module fullAdder(a, b, ci, co, sum) ;
	input logic a, b, ci;
	output logic co, sum; 
	logic [2:0] temp;
	xor #50 (sum, a, b, ci);
	and #50 (temp[0], a, b);
	and #50 (temp[1], a, ci);
	and #50 (temp[2], b, ci); 
	or  #50 (co, temp[0], temp[1], temp[2]);
endmodule
`timescale 1ns/10ps
 module nor_in64(in ,zeroFlag) ;
    output logic zeroFlag;
    input logic [63 : 0] in;
    logic [15 : 0] temp;
    genvar i;
    generate
        for (i = 0; i < 64; i = i + 4) begin : callingOr
            or #5 checkFour (temp[i / 4], in[i], in[i + 1], in[i + 2], in[i + 3]);
        end
    endgenerate
	logic [3:0] norCheck;
    nor #5 n1(norCheck[0],temp[0] ,temp[1] ,temp[2] ,temp[3]);
    nor #5 n2(norCheck[1],temp[4] ,temp[5] ,temp[6] ,temp[7]);
    nor #5 n3(norCheck[2],temp[8] ,temp[9] ,temp[10] ,temp[11]); 
    nor #5 n4(norCheck[3],temp[12] ,temp[13] ,temp[14] ,temp[15]);
    and #5 a1(zeroFlag, norCheck[0], norCheck[1], norCheck[2], norCheck[3]);
endmodule
module nor_in64_testbench() ;
	logic zeroFlag;
	logic [63 : 0] in;
	nor_in64 dut (in, zeroFlag);
	initial begin 
		in <= 64'h0;
		#20;
		in <= 64'h0000000000000001;
		#20;
	end
endmodule
`timescale 1ns/10ps
module multiplexor8to1(in, out, select);
	input logic [7:0] in;
	input logic [2:0] select;
	output logic out;
	logic [1:0] outputs;
	multiplexor4to1 m1 (in[3:0], outputs[0], select[1:0]);
	multiplexor4to1 m2 (in[7:4], outputs[1], select[1:0]);
	multiplexor2to1 m3 (outputs, out, select[2]);
endmodule
```

==> flow_summary.json <==
{
  "grtUsageTotal_pct": 25.6,
  "status": "complete, but fails checks",
  "final_cell_area_um2": 12300,
  "drive_gt1_share_pct": 23.4,
  "setup_viol": 21,
  "top_area_share_pct": 26.4,
  "die_area_um2": 19700,
  "cp.required_ns": 41.04,
  "setup_tns_ns": -124.25,
  "startpoint_type": "input port",
  "cpMostUsedCell": "fa_2",
  "antenna_cells": 0,
  "grt_max_degree": 74,
  "wl_per_cell_um": 15.7,
  "ys_sh_aoi_pct": 16.8,
  "timing_hold_violations_final": 0,
  "slowest_stage": "fa_2",
  "yosys_warnings": 0,
  "top_area_cell": "fa_1",
  "synth.area.top_cells": "fa_1 (26%), ha_1 (17%), mux2i_1 (13%)",
  "relSlewSlack_pct": 45.6,
  "yosysSeqAreaShare_pct": 0,
  "holdPathStages": 6,
  "period_needed_ns": 62.02,
  "cp_slowest_stage_delay_ns": 0.57,
  "drt_iter0_markers": 264,
  "xor_share_pct": 0.183,
  "syn_to_final_growth_pct": 28.6,
  "crit_type": "input port to primary output",
  "drtAntennaViolNets": 0,
  "finalWorstSetupSlack_ns": -10.72,
  "grt_pass1_vias": 7894,
  "rows": 50,
  "wl_met2_mm": 11.3,
  "routed_via_density": 5.40,
  "drt_wl_total_mm": 23.4,
  "nClkBuffers": 0,
  "seq_area_um2": 0,
  "wl_met3_mm": 1.18,
  "grt.overflow.total": 0,
  "top_layer_used": "met4",
  "initial_core_util_pct": 51.2,
  "slew_viol_final": 0,
  "synth_area_um2": 9570,
  "violations": "negative setup slack",
  "vias": 8072,
  "hp-class": "input port to primary output",
  "netlist_instances": 1091,
  "place_hpwl_mm": 18.2,
  "port-buffer-count": 199,
  "ys_area_um2": 9570,
  "max-cap-violations": 0,
  "fp.dieH_um": 140,
  "fmax_mhz": 16.1,
  "end_kind": "primary output",
  "drt_first_pass_iters": 6,
  "ir_worst_vdd_uv": 4.58,
  "yosysCellCount": 1091,
  "hold_path_end": "overflow",
  "synth.avg_cell_area_um2": 8.77,
  "place_area_um2": 12200,
  "ys_sh_adder_pct": 43.1,
  "leakage_nw": 5.50,
  "cp.arrival_ns": 51.76,
  "tightest_slew_ns": 0.808,
  "ios": 199,
  "grt_setup_unrepaired": "true",
  "topCombFamilyByArea": "adder cells",
  "gp_congestion": 0.844,
  "core_um2": 18700,
  "muxShareOfSynthArea_pct": 13.3,
  "die_x_um": 140,
  "drt-met1-wl_mm": 10.6,
  "antenna_found_initial": 1,
  "power.density_nw_per_um2": 8.54,
  "synth_cell_types": 28,
  "period_used_pct": 121,
  "hold_start": "cntrl[1]",
  "synth-simple-area-share_pct": 12.2,
  "drc": 0,
  "openroad.warnings": 163,
  "cp_max_fo": 2,
  "flops": 0,
  "grt_pass1_wl_mm": 39.0
}
## routing by layer
layer	global-route usage [%]	vias to the layer above
met5	0	-
met3	3.94	12
met2	42.7	167
met1	37.6	3860
met4	2.60	0
li1	-	4033
## synthesized netlist by cell type, drive strengths merged
master / n
nand4: 4
buf: 121
fa: 126
xnor2: 1
clkbuf: 28
a2111oi: 2
a211o: 7
xor2: 1
a21boi: 1
nor2b: 1
nand2b: 43
a31oi: 7
mux2: 1
a21oi: 29
nand2: 64
and3: 56
nor4: 17
mux2i: 126
o221a: 7
nor2: 45
o221ai: 57
a211oi: 35
inv: 128
o31a: 56
ha: 128
## stage by stage
step	util, %	setup WS [ns]	std cells	hold slack [ns]	power (mW)
floorplan	-	-6.36	1091	20.75	0.0659
global placement	65.0	-11.62	1489	21.40	0.102
detailed placement	65.0	-11.85	1489	21.40	0.103
finish	65.8	-10.72	1494	21.22	0.105
global route	65.8	-13.86	1494	21.25	0.118
CTS	65.5	-11.03	1492	21.23	0.105
## placed cells by master (no fill, tap or decap), drive strengths merged, types with 2 or more instances in the layout
cell | netlist | final
a31oi | 7 | 7
nand2 | 64 | 64
a2111oi | 2 | 2
nand2b | 43 | 43
clkbuf | 28 | 3
o221ai | 57 | 57
nor2 | 45 | 45
o221a | 7 | 7
buf | 121 | 131
a211o | 7 | 7
o31a | 56 | 56
ha | 128 | 128
inv | 128 | 128
fa | 126 | 126
clkdlybuf4s50 | 0 | 182
and3 | 56 | 56
mux2i | 126 | 126
nand4 | 4 | 4
a21oi | 29 | 29
a211oi | 35 | 35
nor4 | 17 | 17
## cells by family (layout without fill, tap and decap cells)
group / after synthesis / in the layout
muxes: 127 / 127
AOI/OAI and AO/OA: 201 / 201
and+or+nand+nor: 230 / 230
buffers and inverters: 277 / 446
xor gates and xnor gates: 2 / 2
adders and majority gates: 254 / 254
## how the worst max path moves through the flow
stage	startpoint	endpoint	slack, ns	depth (start not counted)
after CTS	B[0]	zero	-11.03	199
after global routing	B[0]	zero	-13.86	199
final	B[0]	zero	-10.72	199
## worst max-delay path, delay by kind of cell
kind / cells / cell delay, ns
muxes: 63 / 9.18
AOI/OAI and AO/OA: 2 / 0.35
and+or+nand+nor: 67 / 8.10
adders and majority gates: 63 / 22.96
buffers and inverters: 4 / 0.87
## where the power goes
group          internal, mW  switching, mW
Clock                     0              0
Combinational        0.0552         0.0498
Sequential                0              0
Total                0.0552         0.0498
## final cells by class
| class | count | area, um2 |
|---|---|---|
| Fill cell | 1608 | 6400 |
| Inverter | 128 | 480 |
| Timing Repair Buffer | 318 | 2870 |
| Multi-Input combinational cell | 814 | 8660 |
| Tap cell | 234 | 293 |
## repair_timing
item,in CTS,in global routing
resized,58,14
cloned,0,0
hold buffers,0,0
pin swaps,17,11
setup buffers,6,2
endpoints found under the setup margin,22,24
Power is estimated from default activity; no workload was simulated.
