**flow/constraint.sdc**
```tcl
current_design mux64_2to1

set clk_period 1.0
set clk_io_pct 0.2

create_clock -name clk0 -period $clk_period

set non_clock_inputs [all_inputs -no_clocks]
set_input_delay [expr $clk_period * $clk_io_pct] -clock clk0 $non_clock_inputs
set_output_delay [expr $clk_period * $clk_io_pct] -clock clk0 [all_outputs]
```
**flow/config.mk**
```make
export PLATFORM = sky130hd
export DESIGN_NAME = mux64_2to1
export DESIGN_NICKNAME = mux64_2to1
export VERILOG_FILES = /design/flow/design.v
export SDC_FILE = /design/flow/constraint.sdc
export NUM_CORES = 4
export LEC_CHECK = 1
export CORE_AREA = 10 10 95 95
export DIE_AREA = 0 0 105 105
```
**flow/design.v**
```verilog
`timescale 1ps / 1ps
module multiplexor2to1 (in, out, select) ;
	input logic select;
	input logic [1:0] in;
	output logic out;
	logic invertedSelect, result1, result2;
	not #50 inv (invertedSelect, select);
	and #50 step1 (result1, in[0], invertedSelect);
	and #50 step2 (result2, in[1], select);
	or #50 step3 (out, result1, result2);
endmodule
module multiplexor2to1_testbench();   
  logic [1:0] in;
  logic select;  
  logic out;   
  mulitiplexor2to1 dut (in, out, select);   
  initial begin   
    select=0; in[0]=0; in[1]=0; #10;    
    select=0; in[0]=0; in[1]=1; #10;    
    select=0; in[0]=1; in[1]=0; #10;    
    select=0; in[0]=1; in[1]=1; #10;    
    select=1; in[0]=0; in[1]=0; #10;    
    select=1; in[0]=0; in[1]=1; #10;    
    select=1; in[0]=1; in[1]=0; #10;    
    select=1; in[0]=1; in[1]=1; #10;    
  end   
endmodule 
module mux64_2to1(i0, i1, out, select) ;
    input logic [63:0] i0, i1;
    input logic select;
    output logic [63:0] out;
    genvar i;
    generate
        for (i = 0; i < 64; i++) begin : muxchain
            multiplexor2to1 mI (.in({i0[i], i1[i]}), .out(out[i]), .select);
        end
    endgenerate
endmodule
```
**flow/run.sh**
```bash
#!/bin/bash
# OpenROAD 26Q1-2900-gdf79404cd8, Yosys 0.63+post, stock flow scripts
make -C /OpenROAD-flow-scripts/flow DESIGN_CONFIG=/design/flow/config.mk WORK_HOME=/design/flow/orfs finish
```
==> flow_summary.ini <==
; yosys + openroad results
[status]
status = finished, violations left
violations = negative setup slack

[synth]
yosys_area_sq_um = 1558
synth_seq_share_pct = 0
yosys_warnings = 0
yosysCellCount = 135
avgSynthCellArea_sq_um = 11.54
synthCells = 135
yosysUniqueCellTypes = 5
synth_area_sq_um = 1558

[timing]
hold_slack_ns = 0.6979
final_hold_viol_count = 0
final-setup-viol-count = 64
period_minus_slack_ns = 1.210
worstMarginPinSlew_ns = 0.1121
clock.fmax_mhz = 826.4
slew_viol_final = 0
max-slew-margin-rel_pct = 92.53
finalSetupTns_ns = -9.710
layout_setup_ws_ns = -0.2101
rsz0062_at_grt = yes
post-route-period-util_pct = 121.0

[critical_path]
slowest_delay_ns = 0.28
critPathKind = input port to output pin
cp_cell_sequence = buf_12 > buf_16 > buf_12 > mux2_4 > buf_2
crit_cells = 5
cp-startpoint = select
endpoint = out[42]
cpLargestDelayFamily = buffers and inverters
crit_path_end_kind = output pin
path_max_fanout = 8
crit_arrival_ns = 1.01
crit_path_top_delay_cell = mux2_4
crit_path_start_kind = input port
cp_common_cell = buf_12
cp.required_ns = 0.80
critPathBufInv = 4

[layout]
regArea_sq_um = 0
fin_cells = 379
postLayoutCellArea_sq_um = 3197
nClkBuffers = 0
syn_to_final_growth_pct = 105.2
num-fill-cells = 679
seq_cells = 0
layout-drive-gt1-share_pct = 54.77

[placed_design]
port_buffers = 193
place_congestion = 0.7485
place_area_sq_um = 3063
placed_cells = 357
dp_hpwl_um = 5437
pre_cts_ws_ns = -0.5549

[global_route]
antenna_found_initial = 0
grt_max_degree = 14
grt_pass1_vias = 1527
grt_overflow = 0
grt_pass1_wl_um = 8970
grt.total_usage_pct = 10.04

[route]
drt_iter0_markers = 7
drc = 0
final_antenna_net_count = 0
wl_per_cell_um = 16.44
viasPerCell = 3.805
antennaDiodeCount = 0
vias = 1442
drt_wl_total_um = 6230
first_pass_iters = 2

[power]
power.internal_mw = 1.005
power_density_nw_per_um2 = 403.3
comb_power_share_pct = 100.0
max-vdd-ir-drop_mv = 0.2001
switching_share_pct = 22.07
leakage_nw = 1.680
switching_power_uw = 284.6
clkPwrFrac_pct = 0
pwr-share-seq_pct = 0

[flow_run]
cap_violations = 0
warnings = 35

[cts]
holdBufCountCts = 0

[floorplanning]
die_w_um = 105
die_area_sq_um = 11030
core_sq_um = 6907
initCoreUtil_pct = 22.55
die_h_um = 105
pin_count = 193
rows = 30

[worst_hold_path]
hold_path.startpoint = i0[17]
hold_path.class = input port to output pin
[power groups by stage]
stage                 sequential (mW)  combinational, mW  clock (mW)
after CTS                           0               1.23           0
after global routing                0               1.38           0
final                               0               1.29           0
[Yosys cell counts]
library cell  number  share of area [%]
buf_4             64                 31
mux2_4            60                 58
buf_12             6                7.7
mux2_2             4                2.9
buf_6              1               0.72
[kinds of logic after synthesis]
| kind of cell | after synthesis | share of synthesized area, % |
|---|---|---|
| buf+inv | 71 | 39.28 |
| mux | 64 | 60.72 |
[how the worst min path moves through the flow]
stage | endpoint | slack, ns | depth (start not counted)
final | out[17] | 0.70 | 3
after global routing | out[62] | 0.73 | 3
after CTS | out[35] | 0.80 | 3
[tightest hold or removal path: stages]
cell	delay, ns
dlymetal6s2s_1	0.08
mux2_2	0.13
buf_2	0.09
[layout by cell type (no fill, tap or decap)]
cell and count:
buf_2 24, buf_16 2, buf_8 1, mux2_4 63, dlymetal6s2s_1 2, clkdlybuf4s50_1 42
mux2_2 1, buf_12 7, dlygate4sd2_1 84, buf_6 48, buf_4 9
[per-layer routing]
layer  vias to the layer above  track usage [%]  part of all wire, %
met5                         -                0                    0
met4                         0                0                    0
met3                         0            5.714                   14
met2                       112            18.24                   50
met1                       633            10.40                   36
li1                        697                -                    -
[per-stage QoR]
step / util (%) / power (mW)
final: 46.29 / 1.289
after CTS: 43.91 / 1.228
after global routing: 46.29 / 1.380
after floorplan: - / 0.8161
after detailed placement: 44.35 / 1.325
after global placement: 44.35 / 1.320
[area by class of cell]
cell class         count  area (sq um)  share of cell area (%)
well taps             96         120.1                   3.757
multi-input cells     64         957.2                   29.94
repair buffers       219          2120                   66.30
[repair_timing]
item	4_1_cts	5_1_grt
setup endpoints to repair	64	64
gates cloned	2	0
pin swaps	0	0
buffers inserted	14	6
gates resized	319	23
hold endpoints to repair	0	0
No activity file was given, so power comes from the tool's default toggle rates.
